==> design.v <==
module lcd_display#(
    parameter        P_H_DISP   = 11'd800,    
                     P_V_DISP   =  11'd480    
) (
    input                                       i_lcd_pclk          , 
    input                                       i_rst               , 
    input             [  10: 0]                 i_pixel_xpos        , 
    input             [  10: 0]                 i_pixel_ypos        , 
    output            [  23: 0]                 o_pixel_data          
);
localparam           LP_WHITE = 24'hFFFFFF,   
                     LP_BLACK = 24'h000000,   
                     LP_RED   = 24'hFF0000,   
                     LP_GREEN = 24'h00FF00,   
                     LP_BLUE  = 24'h0000FF;   
reg      [23:0]  ro_pixel_data; 
always@ (posedge i_lcd_pclk, posedge i_rst) 
begin
    if(i_rst)
        ro_pixel_data <= LP_BLACK;
    else if((i_pixel_xpos >= 11'd0       ) && (i_pixel_xpos < P_H_DISP/5*1))
        ro_pixel_data <= LP_WHITE;
    else if((i_pixel_xpos >= P_H_DISP/5*1) && (i_pixel_xpos < P_H_DISP/5*2))    
        ro_pixel_data <= LP_BLACK;    
    else if((i_pixel_xpos >= P_H_DISP/5*2) && (i_pixel_xpos < P_H_DISP/5*3))    
        ro_pixel_data <= LP_RED  ;        
    else if((i_pixel_xpos >= P_H_DISP/5*3) && (i_pixel_xpos < P_H_DISP/5*4))    
        ro_pixel_data <= LP_GREEN;       
    else
        ro_pixel_data <= LP_BLUE ; 
end
assign o_pixel_data = ro_pixel_data;
endmodule
==> run.sh <==
#!/bin/bash
# OpenROAD 26Q1-2900-gdf79404cd8, Yosys 0.63+post, stock flow scripts
make -C /OpenROAD-flow-scripts/flow DESIGN_CONFIG=/design/flow/config.mk WORK_HOME=/design/flow/orfs finish
==> config.mk <==
export PLATFORM = sky130hd
export DESIGN_NAME = lcd_display
export DESIGN_NICKNAME = lcd_display
export VERILOG_FILES = /design/flow/design.v
export SDC_FILE = /design/flow/constraint.sdc
export NUM_CORES = 4
export LEC_CHECK = 1
export CORE_AREA = 10 10 70 70
export DIE_AREA = 0 0 80 80
==> constraint.sdc <==
current_design lcd_display

set clk_period 1.0
set clk_io_pct 0.2

create_clock -name clk0 -period $clk_period [get_ports {i_lcd_pclk}]

set non_clock_inputs [all_inputs -no_clocks]
set_input_delay [expr $clk_period * $clk_io_pct] -clock clk0 $non_clock_inputs
set_output_delay [expr $clk_period * $clk_io_pct] -clock clk0 [all_outputs]
==> out/metrics.yaml <==
drt:
  wl_met2_um: 335
  vias: 297
  route.met3.wl_um: 230
  wl_met1_um: 457
  drt_pass1_iterations: 1
  final_antenna_net_count: 0
  drc: 0
  drtIter0Drc: 0
  drt_wl_total_um: 1020
  num_antenna_cells: 0
  top_layer_used: "met3"
  viasPerCell: 2.86
  wl_per_cell_um: 9.84
clock_tree:
  cts-root-buf: "clkbuf_4"
  cts_hold_buf: 0
  numClockSinks: 3
  h-tree-depth: 1
  tritoncts: "built"
  numCtsBuffers: 3
  path_clk_slew_ns: 0.04
  cts_buffer_depth: 2
finish:
  nFillCells: 378
  fin_cells: 104
  fin_util_pct: 18.1
  largest_reg_flops: 3
  regMostFlops: "ro_pixel_data"
  layout-drive-gt1-share_pct: 72.4
  area_growth_pct: 90.7
  final_cell_mix: "21 x buf_6, 8 x buf_2, 3 x clkbuf_4, 3 x dfrtp_2"
  fin_area_um2: 618
  layout_top_cell: "buf_6"
  reg_top3: "ro_pixel_data x3"
placed_design:
  dp_slack_ns: -0.440
  dp_hpwl_um: 790
  io_buffer_count: 31
  dpl-instance-area_um2: 549
  gp_congestion: 0.701
  dp_cells: 95
setup_path:
  max_stage_delay_ns: 0.43
  cp_common_cell: "buf_6"
  path_cells: "buf_6 > buf_6"
  critPathLaunchType: "register"
  worstPathMaxFanout: 6
  crit_path_start: "ro_pixel_data[15]$_DFF_PP0_"
  cp.required_ns: 0.80
  crit_path_end_kind: "output pin"
  slowest_stage: "dfrtp_2"
  worstPathArrival_ns: 0.90
  crit_type: "register to output pin"
synthesis:
  area_leaders: "buf_4 49%, dfrtp_1 23%, a221oi_2 4.6%"
  largest_area_cell: "buf_4"
  netlist_area_um2: 324
  yosysTopAreaCellShare_pct: 48.6
  ys_warn_count: 1
  ys_seq_share_pct: 23.2
  syn_inst: 37
  numSynthFlops: 3
  avgSynthCellArea_um2: 8.76
  yosysCellCount: 37
  ys_types: 14
  ys_area_um2: 324
run:
  maxCapViolations: 0
  warnings: 43
final_timing:
  slew_headroom_pct: 88.1
  period_used_pct: 110
  setup_tns_ns: -1.36
  grt_setup_unrepaired: "true"
  hold_ws_ns: 0.139
  tightestPinTransition_ns: 0.178
  setup_violations: 16
  slew_violations: 0
  finalCriticalPeriod_ns: 1.10
  hold_violations: 0
  max_freq_ghz: 0.912
  fin_ws_ns: -0.0961
floorplan:
  fp_util_pct: 9.49
  boundaryPins: 48
  dieArea_um2: 6400
  fp.coreArea_um2: 3420
  rows: 21
  die_w_um: 80
  die_h_um: 80
worst_hold_path:
  hp-class: "input pin to asynchronous set/reset pin"
global_route:
  grt_pass1_wl_um: 1500
  antenna_found_initial: 0
  grt_max_degree: 7
  grt_pass1_vias: 336
  grtUsageTotal_pct: 2.80
  gr-total-overflow: 0
pwr:
  finalPower_mw: 0.544
  p_per_area_nw_per_um2: 880
  vdd_drop_max_mv: 0.241
  leakagePower_nw: 0.295
outcome:
  violations: "negative setup slack"
  status: "complete, but fails checks"
-- metal layers --
layer / up-vias / GRT usage [%]
met2: 31 / 3.77
met1: 121 / 3.00
met5: - / 0
li1: 145 / -
met4: 0 / 0.528
met3: 0 / 2.95
-- worst max-delay path: cells and delay by family, from the launching register on --
kind                   cells  cell delay, ns
DFF                        1            0.43
buffers and inverters      2            0.24
-- Yosys cell counts --
cell type and instances:
buf_4 21, dfrtp_1 3, nor2_1 2, a221o_1 1
a221oi_2 1, inv_1 1, inv_2 1, maj3_2 1
nand4_1 1, o21ai_0 1, o22ai_1 1, o31a_2 1
or2_1 1, or2_2 1
-- layout make-up --
class                      instances  area (um^2)  area share, %
timing repair buffer              38          362           58.5
multi-input combinational         11         86.3           14.0
tap                               46         57.6           9.31
inverter                           2         7.51           1.21
clock buffer                       4         26.3           4.25
sequential                         3         78.8           12.8
-- final timing paths --
path | endpoint | slack, ns | cells after the start
max | o_pixel_data[13] | -0.1 | 2
min | ro_pixel_data[22]$_DFF_PP0_ | 0.14 | 2
max in group asynchronous | ro_pixel_data[7]$_DFF_PP0_ | 0.72 | 2
min in group clk0 | ro_pixel_data[7]$_DFF_PP0_ | 0.28 | 2
-- timing repair --
item                       CTS  global route
setup endpoints to repair   27            26
resized                     93            11
buffers inserted             5             0
pin swaps                    0             1
-- cell families after synthesis --
| family | after synthesis | synth area share (%) |
|---|---|---|
| DFF | 3 | 23.2 |
| buffers and inverters | 23 | 51.0 |
| AOI/OAI and AO/OA | 5 | 14.3 |
| adders and majority gates | 1 | 3.47 |
| and+or+nand+nor | 5 | 8.11 |
-- power breakdown --
part / switching, mW / internal [mW]
combinational: 0.0538 / 0.141
sequential: 0.0108 / 0.131
clock: 0.0585 / 0.149
total: 0.123 / 0.421
No activity file was given, so power comes from the tool's default toggle rates.
