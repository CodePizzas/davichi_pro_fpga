## design.v

```verilog
module lcd_driver #(
    parameter                  P_H_SYNC   =  11'd128 , 
                               P_H_BACK   =  11'd88  , 
                               P_H_DISP   =  11'd800 , 
                               P_H_FRONT  =  11'd40  , 
                               P_H_TOTAL  =  11'd1056, 
                               P_V_SYNC   =  11'd2   , 
                               P_V_BACK   =  11'd33  , 
                               P_V_DISP   =  11'd480 , 
                               P_V_FRONT  =  11'd10  , 
                               P_V_TOTAL  =  11'd525   
) (
    input                        i_lcd_pclk          , 
    input                        i_rst               , 
    input        [23: 0]         i_pixel_data        , 
    output       [10: 0]         o_pixel_xpos        , 
    output       [10: 0]         o_pixel_ypos        , 
    output                       o_data_req          , 
    output                       o_lcd_de            , 
    output                       o_lcd_hs            , 
    output                       o_lcd_vs            , 
    output                       o_lcd_bl            , 
    output                       o_lcd_clk           , 
    output                       o_lcd_rst           , 
    output       [23: 0]         o_lcd_rgb             
);
    reg          [10: 0]         ro_pixel_xpos       ;
    reg          [10: 0]         ro_pixel_ypos       ;
    reg                          ro_data_req         ;
    reg                          ro_lcd_de           ;
    reg          [10: 0]         r_h_cnt             ;
    reg          [10: 0]         r_v_cnt             ;
always@ (posedge i_lcd_pclk, posedge i_rst)  
begin
    if(i_rst)
        r_h_cnt <= 11'd0;
    else if(r_h_cnt == P_H_TOTAL - 1'b1)
        r_h_cnt <= 11'd0;
    else
        r_h_cnt <= r_h_cnt + 1'b1;
end
always@ (posedge i_lcd_pclk, posedge i_rst)  
begin
    if(i_rst)
        r_v_cnt <= 11'd0;
    else if((r_h_cnt == P_H_TOTAL - 1'b1) && (r_v_cnt == P_V_TOTAL - 1'b1))
        r_v_cnt <= 11'd0;
    else if((r_h_cnt == P_H_TOTAL - 1'b1) && (r_v_cnt != P_V_TOTAL - 1'b1))
        r_v_cnt <= r_v_cnt + 1'b1;
    else
        r_v_cnt <= r_v_cnt;    
end
always@ (posedge i_lcd_pclk, posedge i_rst) 
begin
    if(i_rst)
        ro_pixel_xpos <= 11'd0;
    else if(ro_data_req)
        ro_pixel_xpos <= r_h_cnt + 2'd2 - P_H_SYNC - P_H_BACK ;
    else 
        ro_pixel_xpos <= 11'd0; 
end
always@ (posedge i_lcd_pclk, posedge i_rst) 
begin
    if(i_rst)
        ro_pixel_ypos <= 11'd0;
    else if(r_v_cnt >= (P_V_SYNC + P_V_BACK) && r_v_cnt < (P_V_SYNC + P_V_BACK + P_V_DISP))
        ro_pixel_ypos <= r_v_cnt + 1'b1 - (P_V_SYNC + P_V_BACK) ;
    else 
        ro_pixel_ypos <= 11'd0;
end
always@ (posedge i_lcd_pclk, posedge i_rst)  
begin
    if(i_rst)
        ro_lcd_de <= 1'b0;
    else
        ro_lcd_de <= ro_data_req;
end
always@ (posedge i_lcd_pclk, posedge i_rst)  
begin
    if(i_rst)
        ro_data_req <= 1'b0;
    else if((r_h_cnt >= P_H_SYNC + P_H_BACK - 2'd2           ) &&
            (r_h_cnt <  P_H_SYNC + P_H_BACK + P_H_DISP - 2'd2) && 
            (r_v_cnt >= P_V_SYNC + P_V_BACK                  ) && 
            (r_v_cnt <  P_V_SYNC + P_V_BACK + P_H_DISP       ))
        ro_data_req <= 1'b1;
    else
        ro_data_req <= 1'b0;
end
assign o_pixel_xpos = ro_pixel_xpos;
assign o_pixel_ypos = ro_pixel_ypos;
assign o_data_req   = ro_data_req  ;
assign o_lcd_de     = ro_lcd_de    ;
assign o_lcd_hs     = 1'b1         ;     
assign o_lcd_vs     = 1'b1         ;     
assign o_lcd_bl     = 1'b1         ;     
assign o_lcd_clk    = i_lcd_pclk   ;     
assign o_lcd_rst    = 1'b1         ;     
assign o_lcd_rgb    = ro_lcd_de ? i_pixel_data : 24'd0;
endmodule
```

## run.sh

```bash
#!/bin/bash
# OpenROAD 26Q1-2900-gdf79404cd8, Yosys 0.63+post, stock flow scripts
make -C /OpenROAD-flow-scripts/flow DESIGN_CONFIG=/design/flow/config.mk WORK_HOME=/design/flow/orfs finish
```

## config.mk

```make
export PLATFORM = sky130hd
export DESIGN_NAME = lcd_driver
export DESIGN_NICKNAME = lcd_driver
export VERILOG_FILES = /design/flow/design.v
export SDC_FILE = /design/flow/constraint.sdc
export NUM_CORES = 4
export LEC_CHECK = 1
export CORE_UTILIZATION = 30
```

## constraint.sdc

```tcl
current_design lcd_driver

set clk_period 2.4
set clk_io_pct 0.2

create_clock -name clk0 -period $clk_period [get_ports {i_lcd_pclk}]

set non_clock_inputs [all_inputs -no_clocks]
set_input_delay [expr $clk_period * $clk_io_pct] -clock clk0 $non_clock_inputs
set_output_delay [expr $clk_period * $clk_io_pct] -clock clk0 [all_outputs]
```

==> reports/results.ini <==
[worst_setup_path]
cp_max_fo = 2
r2r_end = ro_pixel_ypos[9]
cp-end-kind = primary output
start_kind = clock port
path_buffers = 3
required_ps = 1920
path_cells = clkbuf_8 > clkbuf_8 > clkdlybuf4s50_1
cpMaxStageDelayCell = clkdlybuf4s50_1
critical_path.max_stage_delay_ps = 390
path_delay_family = buffers and inverters
criticalPathCategory = clock port to primary output
rrSetupSlack_ps = 190
crit_top_cell = clkbuf_8
r2r_start = r_v_cnt[0]
arrival_ps = 1810
reg2reg_depth = 8

[finish]
comb_area_mm2 = 0.00141
drive_above_1_share_pct = 7.67
synthToLayoutAreaGrowth_pct = 35.2
fill_cells = 846
final_cell_mix = 74 x clkdlybuf4s50_1, 45 x dfrtp_1, 34 x nor2_1, 34 x and2_1, 29 x nand2_1
final_common_cell = clkdlybuf4s50_1
regArea_mm2 = 0.00115

[grt]
antenna_found_initial = 0
grt_pass1_wl_um = 10200
grtUsageTotal_pct = 13.2
grt_pass1_vias = 2163
grt_max_degree = 47
grt-ovfl-total = 0

[sta]
rsz0062_at_grt = no
finalHoldViolCount = 0
slew_viol_final = 0
fin_hold_ws_ps = 502
tightest_slew_ps = 572
setup_tns_ps = 0
skew_ps = 3.56
relSlewSlack_pct = 61.8
setup_viol_count_final = 0

[clock_tree]
clock_latency_ps = 400
cts_resized = 0
hold_buffers = 0
clk_pin_slew_worst_paths_ps = 90
cts_tree = done
post-cts-setup-buffers = 0

[die]
die-area_mm2 = 0.00943
die_x_um = 97.1
coreArea_mm2 = 0.00872
fp.dieH_um = 97.1
num_io_pins = 79
num_rows = 34
fp_util_pct = 31.1

[synth]
ff_type = dfrtp_1
yosys_area_mm2 = 0.00271
edf_count = 0
yosys_warnings = 1
synth_cell_type_count = 45
avgSynthCellArea_um2 = 8.81
ys_seq_share_pct = 42.4
ys_cells = 308
synthCells = 308
netlist_area_mm2 = 0.00271
async_reset_ff_share_pct = 100
ys.flops = 46

[hold_path]
min_path_cells = 1
whs_endpoint = r_h_cnt[10]
min_path_type = flip-flop to flip-flop
worstHoldStart = r_h_cnt[10]

[detailed_routing]
vias = 2334
routedWlPerCell_um = 12.3
drt_iter0_markers = 77
dr.pass1.iters = 4
final_antenna_net_count = 0
vias_per_cell = 4.80
n_antenna_cell = 0
totalWireLength_um = 5970
route.detailed.drc = 0

[pwr]
totalPowerFinal_mw = 1.48
peakVddDrop_v = 0.000195
p_leak_nw = 1.59
p_per_area_mw_per_mm2 = 402

[flow_run]
cap_violations = 0
warning_count = 29

[placement]
dp.final_hpwl_um = 4220
port_buffers = 74
place.gp.congestion = 0.891

[outcome]
outcome = finished, final reports clean

-- where the power goes --
part           internal, mW  switching (mW)  leakage [nW]
Combinational        0.0360          0.0188         0.890
Clock                 0.364           0.283        0.0727
Sequential            0.774               0         0.632
-- cell usage after synthesis, types with 6 or more instances --
cell type | instances | area (um2)
a21oi_1 | 9 | 45.0
and2_1 | 34 | 213
buf_2 | 7 | 35.0
buf_4 | 9 | 67.6
clkbuf_1 | 10 | 37.5
dfrtp_1 | 46 | 1150
ha_1 | 6 | 75.1
inv_1 | 8 | 30.0
nand2_1 | 29 | 109
nand3_1 | 9 | 45.0
nor2_1 | 34 | 128
nor3_1 | 11 | 55.1
o21ai_0 | 19 | 95.1
xnor2_1 | 18 | 158
xor2_1 | 11 | 96.3
-- state kept, by name, indices dropped and copies added, names as in the netlist --
register       flops
ro_pixel_xpos     11
ro_lcd_de          1
ro_data_req        1
r_v_cnt           11
r_h_cnt           11
ro_pixel_ypos     11
-- kinds of logic after synthesis --
| family | Yosys count | synth area share (%) |
|---|---|---|
| xor gates and xnor gates | 29 | 9.36 |
| other | 1 | 0.138 |
| and+or+nand+nor | 139 | 26.4 |
| AOI/OAI and AO/OA | 51 | 12.1 |
| muxes | 1 | 0.369 |
| DFF | 46 | 42.4 |
| buffers and inverters | 35 | 6.41 |
| adders and majority gates | 6 | 2.77 |
-- metal layers --
layer	part of all wire, %	wire, um	GRT usage (%)	vias up
met1	43	2560	18.4	1060
met3	9.6	574	3.81	14
li1	-	-	-	1149
met5	0	0	0	-
met2	45	2700	21.3	111
met4	2.1	125	2.30	0
-- how the worst max path moves through the flow --
stage         startpoint                to  slack (ps)  depth (start not counted)
CTS           i_lcd_pclk         o_lcd_clk          90                          3
finish        i_lcd_pclk         o_lcd_clk         110                          3
global route  r_v_cnt[0]  ro_pixel_ypos[9]          60                          7
-- area by class of cell --
class / instances / area share [%]
Inverter: 8 / 0.819
Sequential cell: 46 / 31.4
Clock buffer: 10 / 3.65
Tap cell: 108 / 3.68
Clock inverter: 2 / 0.341
Timing Repair Buffer: 82 / 21.8
Multi-Input combinational cell: 230 / 38.3
-- through the flow --
step / cell area (um2) / std cells / setup slack, ps / utilization, %
CTS: 3660 / 486 / 94.7 / 42.0
global placement: 3520 / 475 / 273 / 40.4
finish: 3670 / 486 / 109 / 42.1
detailed placement: 3520 / 475 / 240 / 40.4
floorplan: 2720 / 311 / 444 / -
global route: 3670 / 486 / 62.0 / 42.1
-- worst register-to-register path, cell delays in order, from the launching register on --
cell	delay [ps]
dfrtp_1	460
ha_1	330
buf_4	190
nor2_1	100
a21oi_1	80
or4_1	510
a32oi_1	220
xor2_1	160
nor2_1	50
Power figures rest on the tool's default switching activity, not on a simulated workload.
